==> design.v <==
module sd(
  input           clk            ,   
  input           rst_n          ,   
  output          sd_init_done   ,   
  input           SD_MISO        ,   
  output          SD_CLK         ,   
  output          SD_CS          ,   
  output          SD_MOSI        ,   
  input           write_start    ,   
  input   [31:0]  write_address  ,   
  input   [15:0]  write_data     ,   
  output          write_busy     ,   
  output          write_request  ,   
  input           read_start     ,   
  input   [31:0]  read_address   ,   
  output          read_busy      ,   
  output          read_request   ,   
  output  [15:0]  read_data          
);
  reg    init_sd_clk   ;
  reg    work_sd_clk   ;
  wire   init_sd_cs    ;
  wire   init_sd_mosi  ;
  wire   write_sd_cs   ;
  wire   write_sd_mosi ;
  wire   write_ready   ;
  wire   read_sd_cs    ;
  wire   read_sd_mosi  ;
  wire   read_ready    ;
  assign SD_CLK      = sd_init_done ? init_sd_clk : work_sd_clk ;
  assign SD_CS       = sd_init_done ? (write_busy ? write_sd_cs   : (read_busy ? read_sd_cs   : 1'b1)) : init_sd_cs   ;
  assign SD_MOSI     = sd_init_done ? (write_busy ? write_sd_mosi : (read_busy ? read_sd_mosi : 1'b1)) : init_sd_mosi ;
  assign write_ready = sd_init_done & !read_busy & read_start ;
  assign read_ready  = sd_init_done & !write_busy & write_start;
  reg [6:0] init_sd_clk_counter ;
  always @(posedge clk or negedge rst_n) begin
    if (!rst_n) begin
      init_sd_clk         <= 1'b0 ;
      init_sd_clk_counter <= 1'b0 ;
    end
    else begin
      init_sd_clk         <= (init_sd_clk_counter >= 8'd125 - 1'b1) ? ~init_sd_clk : init_sd_clk ;
      init_sd_clk_counter <= (init_sd_clk_counter >= 8'd125 - 1'b1) ? 1'b0 : init_sd_clk_counter + 1'b1 ;
    end
  end
  always @(posedge clk or negedge rst_n) begin
    if (!rst_n) begin
      work_sd_clk <= 1'b0 ;
    end
    else begin
      work_sd_clk <= ~work_sd_clk ;
    end
  end
  reg [15:0] miso_data ;
  always @(negedge work_sd_clk or negedge rst_n) begin
    if (!rst_n) begin
      miso_data <= 16'hFFFF ;
    end
    else begin
      miso_data <= { miso_data[14:0], SD_MISO } ;
    end
  end
  sd_init u_sd_init (
    .clk               (init_sd_clk)   ,
    .rst_n             (rst_n)         ,
    .sd_miso           (SD_MISO)       ,
    .sd_cs             (init_sd_cs)    ,
    .sd_mosi           (init_sd_mosi)  ,
    .sd_init_done      (sd_init_done)
  );
  sd_write u_sd_write (
    .clk               (work_sd_clk)   ,
    .rst_n             (rst_n)         ,
    .miso_data         (miso_data)     ,
    .sd_cs             (write_sd_cs)   ,
    .sd_mosi           (write_sd_mosi) ,
    .write_ready       (write_ready)   ,
    .write_address     (write_address) ,
    .write_data        (write_data)    ,
    .write_busy        (write_busy)    ,
    .write_request     (write_request)
  );
  sd_read u_sd_read (
    .clk               (work_sd_clk)   ,
    .rst_n             (rst_n)         ,
    .miso_data         (miso_data)     ,
    .sd_cs             (read_sd_cs)    ,
    .sd_mosi           (read_sd_mosi)  ,
    .read_ready        (read_ready)    ,
    .read_address      (read_address)  ,
    .read_busy         (read_busy)     ,
    .read_request      (read_request)  ,
    .read_data         (read_data)
  );
endmodule
module sd_init (
  input        clk           ,   
  input        rst_n         ,
  input        sd_miso       ,
  output  reg  sd_cs         ,
  output  reg  sd_mosi       ,
  output  reg  sd_init_done
);
  reg        receive_done         ;
  reg        receive_flag         ;
  reg [47:0] receive_data         ;
  reg [5:0]  receive_data_counter ;
  always @(negedge clk or negedge rst_n) begin
    if (!rst_n) begin
      receive_done         <= 1'b0 ;
      receive_flag         <= 1'b0 ;
      receive_data         <= 1'b0 ;
      receive_data_counter <= 1'b0 ;
    end
    else begin
      if (receive_flag == 1'b0 && sd_miso == 1'b0) begin
        receive_done         <= 1'b0 ;
        receive_flag         <= 1'b1 ;
        receive_data         <= {receive_data[46:0], sd_miso} ;
        receive_data_counter <= receive_data_counter + 1'b1 ;
      end
      else if (receive_flag) begin
        receive_data         <= {receive_data[46:0], sd_miso} ;
        receive_data_counter <= (receive_data_counter >= 6'd47) ? 1'b0 : receive_data_counter + 1'b1 ;
        receive_flag         <= (receive_data_counter >= 6'd47) ? 1'b0 : 1'b1 ;
        receive_done         <= (receive_data_counter >= 6'd47) ? 1'b1 : 1'b0 ;
      end
      else begin
        receive_done         <= 1'b0 ;
      end
    end
  end
  reg [2:0] state            ;
  reg [6:0] poweron_counter  ;
  reg [7:0] overtime_counter ;
  reg [5:0] cmd_counter      ;
  localparam CMD0   = { 8'h40, 32'h00000000, 8'h95 } ;
  localparam CMD8   = { 8'h48, 32'h000001AA, 8'h87 } ;
  localparam CMD55  = { 8'h77, 32'h00000000, 8'h65 } ;
  localparam ACMD41 = { 8'h69, 32'h40000000, 8'h77 } ;
  localparam IDLE        = 3'd0 ;
  localparam SEND_CMD0   = 3'd1 ;
  localparam SEND_CMD8   = 3'd2 ;
  localparam SEND_CMD55  = 3'd3 ;
  localparam SEND_ACMD41 = 3'd4 ;
  localparam INIT_DONE   = 3'd5 ;
  always @(posedge clk or negedge rst_n) begin
    if (!rst_n) begin
      state            <= IDLE ;
      poweron_counter  <= 7'd0 ;
      overtime_counter <= 7'd0 ;
    end else begin
      case (state)
        IDLE : begin
          state           <= (poweron_counter >= 7'd74) ? SEND_CMD0 : IDLE ;
          poweron_counter <= (poweron_counter >= 7'd74) ? 7'd0 : poweron_counter + 1'b1 ;
        end
        SEND_CMD0 : begin
          state            <= (receive_done) ?
                              ((receive_data[47:40] == 8'h01) ? SEND_CMD8 : IDLE) :
                              ((overtime_counter >= 8'd200 - 1'b1) ? IDLE : state) ;
          overtime_counter <= (receive_done) ?
                              (1'b0) :
                              ((overtime_counter >= 8'd200 - 1'b1) ? 1'b0 : overtime_counter + 1'b1) ;
        end
        SEND_CMD8 : begin
          state <= (receive_done) ? ((receive_data[19:16] == 4'b0001) ? SEND_CMD55 : IDLE) : state ;
        end
        SEND_CMD55 : begin
          state <= (receive_done) ? ((receive_data[47:40] == 8'h01) ? SEND_ACMD41 : state) : state ;
        end
        SEND_ACMD41 : begin
          state <= (receive_done) ? ((receive_data[47:40] == 8'h00) ? INIT_DONE : SEND_CMD55) : state ;
        end
        INIT_DONE : begin
          state <= INIT_DONE ;
        end
        default : begin
          state <= IDLE ;
        end
      endcase
    end
  end
  always @(posedge clk or negedge rst_n) begin
    if (!rst_n) begin
      sd_init_done <= 1'b0 ;
      sd_cs        <= 1'b1 ;
      sd_mosi      <= 1'b1 ;
      cmd_counter  <= 1'b0 ;
    end else begin
      case (state)
        IDLE : begin
          sd_init_done <= 1'b0 ;
          sd_cs        <= 1'b1 ;
          sd_mosi      <= 1'b1 ;
          cmd_counter  <= 1'b0 ;
        end
        SEND_CMD0, SEND_CMD8, SEND_CMD55, SEND_ACMD41 : begin
          sd_init_done <= 1'b0 ;
          sd_cs        <= (receive_done) ? 1'b1 : 1'b0 ;
          sd_mosi      <= CMD0[6'd47 - cmd_counter] ;
          cmd_counter  <= (receive_done) ? (1'b0) : ((cmd_counter == 6'd47) ? cmd_counter : cmd_counter + 1'b1) ;
        end
        INIT_DONE : begin
          sd_init_done <= 1'b1 ;
          sd_cs        <= 1'b1 ;
          sd_mosi      <= 1'b1 ;
          cmd_counter  <= 1'b0 ;
        end
        default : begin
          sd_init_done <= 1'b0 ;
          sd_cs        <= 1'b1 ;
          sd_mosi      <= 1'b1 ;
          cmd_counter  <= 1'b0 ;
        end
      endcase
    end
  end
endmodule
module sd_read (
  input                clk           ,
  input                rst_n         ,
  input        [15:0]  miso_data     ,
  output  reg          sd_cs         ,
  output  reg          sd_mosi       ,
  input                read_ready    ,
  input                read_start    ,
  input        [31:0]  read_address  ,
  output  reg          read_busy     ,
  output  reg          read_request  ,
  output  reg  [15:0]  read_data
);
  reg  [2:0]  state        ;
  reg  [5:0]  cmd_counter  ;
  reg  [3:0]  bit_counter  ;
  reg  [8:0]  data_counter ;
  reg  [23:0] wait_counter ;
  wire [40:0] cmd;
  wire        receive_done ;  
  wire        head_done    ;  
  assign      cmd          = {8'h51, read_address, 1'b1} ;
  assign      receive_done = (miso_data == 16'hFF00) ? 1'b1 : 1'b0 ;
  assign      head_done    = (miso_data == 16'hFFFE) ? 1'b1 : 1'b0 ;
  localparam  IDLE         = 3'd0 ;
  localparam  SEND_CMD17   = 3'd1 ;
  localparam  WAIT_READ    = 3'd2 ;
  localparam  READ_DATA    = 3'd3 ;
  localparam  WAIT_DONE    = 3'd4 ;
  always @(posedge clk or negedge rst_n) begin
    if (!rst_n) begin
      bit_counter  <= 1'b0 ;
      data_counter <= 1'b0 ;
    end
    else begin
      if (state == READ_DATA || state == WAIT_DONE) begin
        bit_counter  <= (bit_counter == 4'd15) ? 1'b0 : bit_counter + 1'b1 ;
        data_counter <= (bit_counter == 4'd15) ? data_counter + 1'b1 : data_counter ;
      end else begin
        bit_counter  <= 1'b0 ;
        data_counter <= 1'b0 ;
      end
    end
  end
  always @(posedge clk or negedge rst_n) begin
    if (!rst_n) begin
      state <= IDLE ;
    end
    else begin
      case (state)
        IDLE : begin
          state <= (read_ready) ? SEND_CMD17 : state ;
        end
        SEND_CMD17 : begin
          state <= (receive_done) ? WAIT_READ : state ;
        end
        WAIT_READ : begin
          state <= (head_done) ? READ_DATA : state ;
        end
        READ_DATA : begin
          state <= (bit_counter == 4'd15 && data_counter == 9'd255) ? WAIT_DONE : READ_DATA ;
        end
        WAIT_DONE : begin
          state <= (bit_counter == 4'd15 && data_counter == 9'd257) ? IDLE : state ;
        end
        default : begin
          state <= IDLE ;
        end
      endcase
    end
  end
  always @(posedge clk or negedge rst_n) begin
    if (!rst_n) begin
      sd_cs        <= 1'b1 ;
      sd_mosi      <= 1'b1 ;
      read_busy    <= 1'b0 ;
      read_data    <= 1'b0 ;
      read_request <= 1'b0 ;
      cmd_counter  <= 1'b1 ;
      bit_counter  <= 1'b0 ;
      data_counter <= 1'b0 ;
      wait_counter <= 1'b0 ;
    end
    else begin
      case (state)
        IDLE : begin
          sd_cs        <= 1'b1 ;
          sd_mosi      <= 1'b1 ;
          read_busy    <= 1'b0 ;
          read_data    <= 1'b0 ;
          read_request <= 1'b0 ;
          cmd_counter  <= 1'b1 ;
          bit_counter  <= 1'b0 ;
          data_counter <= 1'b0 ;
          wait_counter <= 1'b0 ;
        end
        SEND_CMD17 : begin
          sd_cs        <= 1'b0 ;
          sd_mosi      <= (receive_done) ? 1'b1 : cmd[6'd40 - cmd_counter] ;
          read_busy    <= 1'b1 ;
          cmd_counter  <= (cmd_counter == 6'd40) ? cmd_counter : cmd_counter + 1'b1 ;
        end
        WAIT_READ : begin
        end
        READ_DATA : begin
          read_request <= (bit_counter  == 4'd15) ? 1'b1 : 1'b0 ;
          read_data    <= (bit_counter  == 4'd15) ? miso_data : read_data ;
        end
        WAIT_DONE : begin
        end
        default : begin
          state        <= IDLE ;
        end
      endcase
    end
  end
endmodule
module sd_write (
  input                clk            ,
  input                rst_n          ,
  input        [15:0]  miso_data      ,
  input                sd_init_done   ,
  output  reg          sd_cs          ,
  output  reg          sd_mosi        ,
  input                write_ready    ,
  input        [31:0]  write_address  ,
  input        [15:0]  write_data     ,
  output  reg          write_busy     ,
  output  reg          write_request
);
  reg  [2:0]  state           ;
  reg  [3:0]  bit_counter     ;
  reg  [7:0]  data_counter    ;
  reg  [5:0]  cmd_counter     ;
  reg  [15:0] write_data_temp ;
  wire [40:0] cmd             ;
  wire        receive_done    ;
  wire        write_done      ;
  assign      cmd          = { 8'h58, write_address, 1'b1 } ;
  assign      receive_done = (miso_data == 16'hFF00) ? 1'b1 : 1'b0 ;
  assign      write_done   = (miso_data[8:0] == 9'b0_1111_1111) ? 1'b1 : 1'b0 ;
  localparam  IDLE         = 3'd0 ;
  localparam  SEND_CMD24   = 3'd1 ;
  localparam  SEND_START   = 3'd2 ;
  localparam  SEND_DATA    = 3'd3 ;
  localparam  SEND_CRC     = 3'd4 ;
  always @(posedge clk or negedge rst_n) begin
    if (!rst_n) begin
      bit_counter  <= 1'b0 ;
      data_counter <= 1'b0 ;
    end
    else begin
        bit_counter  <= (state == SEND_START || state == SEND_DATA) ?
                        (bit_counter == 4'd15) ? 1'b0 : bit_counter + 1'b1 :
                        1'b0;
        data_counter <= (state == SEND_DATA) ?
                        (bit_counter == 4'd15) ? data_counter + 1'b1 : data_counter :
                        1'b0;
    end
  end
  always @(posedge clk or negedge rst_n) begin
    if (!rst_n) begin
      state <= IDLE ;
    end
    else begin
      case (state)
        IDLE : begin
          state <= (write_ready) ? SEND_CMD24 : IDLE ;
        end
        SEND_CMD24 : begin
          state <= (receive_done) ? SEND_START : state ;
        end
        SEND_START : begin
          state <= (bit_counter == 4'd15) ? SEND_DATA : state ;
        end
        SEND_DATA : begin
          state <= (bit_counter == 4'd15 && data_counter == 8'd255) ? SEND_CRC : state ;
        end
        SEND_CRC : begin
          state <= (write_done) ? IDLE : SEND_CRC ;
        end
        default : begin
          state <= IDLE ;
        end
      endcase
    end
  end
  always @(posedge clk or negedge rst_n) begin
    if (!rst_n) begin
      sd_cs           <= 1'b1 ;
      sd_mosi         <= 1'b1 ;
      write_data_temp <= 1'b0 ;
      write_busy      <= 1'b0 ;
      write_request   <= 1'b0 ;
      cmd_counter     <= 1'b0 ;
      bit_counter     <= 1'b0 ;
      data_counter    <= 1'b0 ;
    end
    else begin
      case (state)
        IDLE : begin
          sd_cs           <= 1'b1 ;
          sd_mosi         <= 1'b1 ;
          write_data_temp <= 1'b0 ;
          write_busy      <= 1'b0 ;
          write_request   <= 1'b0 ;
          cmd_counter     <= 1'b0 ;
          bit_counter     <= 1'b0 ;
          data_counter    <= 1'b0 ;
        end
        SEND_CMD24 : begin
          sd_cs           <= 1'b0 ;
          sd_mosi         <= (receive_done) ? 1'b1 : cmd[6'd40 - cmd_counter] ;
          write_data_temp <= write_data ;
          write_busy      <= 1'b1 ;
          cmd_counter     <= (cmd_counter == 6'd40) ? cmd_counter : cmd_counter + 1'b1 ;
        end
        SEND_START : begin
          sd_mosi         <= (bit_counter == 4'd15) ? 1'b0 : 1'b1 ;
        end
        SEND_DATA : begin
          sd_mosi         <= write_data_temp[4'd15 - bit_counter] ;
          write_data_temp <= (bit_counter == 4'd15) ? write_data : write_data_temp ;
          write_request   <= (bit_counter == 4'd0 ) ? 1'b1 : 1'b0 ;
          bit_counter     <= (bit_counter == 4'd15) ? 1'b0 : bit_counter + 1'b1 ;
          data_counter    <= (bit_counter == 4'd15) ? data_counter + 1'b1 : data_counter ;
        end
        SEND_CRC : begin
          sd_mosi         <= 1'b1 ;
        end
        default : begin
        end
      endcase
    end
  end
endmodule
==> run.sh <==
#!/bin/bash
# OpenROAD 26Q1-2900-gdf79404cd8, Yosys 0.63+post, stock flow scripts
make -C /OpenROAD-flow-scripts/flow DESIGN_CONFIG=/design/flow/config.mk WORK_HOME=/design/flow/orfs finish
==> config.mk <==
export PLATFORM = sky130hd
export DESIGN_NAME = sd
export DESIGN_NICKNAME = sd
export VERILOG_FILES = /design/flow/design.v
export SDC_FILE = /design/flow/constraint.sdc
export NUM_CORES = 4
export LEC_CHECK = 1
export CORE_UTILIZATION = 30
==> constraint.sdc <==
current_design sd

set clk_period 2.4
set clk_io_pct 0.2

create_clock -name clk0 -period $clk_period [get_ports {clk}]

set non_clock_inputs [all_inputs -no_clocks]
set_input_delay [expr $clk_period * $clk_io_pct] -clock clk0 $non_clock_inputs
set_output_delay [expr $clk_period * $clk_io_pct] -clock clk0 [all_outputs]
==> flow_summary.yaml <==
# flow metrics
run_status:
  outcome: "stopped before the end"
  lastStage: "synthesis (1_2_yosys)"
  tool.error: "ERROR: Found 12 problems in 'check -assert'."
synthesis:
  synth_top_cell_by_area: "dfrtp_1"
  synthArstFlopShare_pct: 100.0
  yosysWarnings: 4
  synth.distinct_cells: 59
  postSynthSeqShare_pct: 55.98
  synth_flops: 166
  ff_type: "dfrtp_1"
  top_cells_by_area: "dfrtp_1 (29%), dfrtn_1 (19%), nand2_1 (11%), dfstp_2 (7.7%), o21ai_0 (2.8%)"
  yosysCellCount: 741
  top_area_share_pct: 29.48
  yosys-stat-area_mm2: 0.007470
  edf_count: 0
[cell usage after synthesis, types with 2 or more instances]
cell        n
nor2b_1     7
mux2i_1     4
nor2_1     43
a211oi_1    3
o211ai_1    2
mux4_2      4
and3_1      6
o31ai_1     5
and4_1      3
dfrtn_1    56
inv_1      22
or3_1       3
buf_4      22
nor4b_1     2
ha_1       15
clkbuf_1   22
o21a_1      2
nand2_1   217
or2_2       2
nor3_1      3
a21oi_1    18
nand3_1    20
a22o_1      2
xor2_1     15
mux2_2      2
nand2b_1    9
buf_2       2
dfrtp_1    88
buf_6       3
a21o_1     10
nor4_1      3
o31a_1      4
nand4_1    11
dfstp_2    22
a31oi_1     5
mux4_1      7
o22ai_1     3
o21ai_0    42
xnor2_1    12
[cells by family after synthesis]
group | Yosys count | share of synthesized area [%]
XOR/XNOR | 27 | 3.166
AND-OR/OR-AND | 109 | 9.280
buffers and inverters | 72 | 5.059
multiplexers | 17 | 4.506
flip-flops | 166 | 55.98
other | 1 | 0.05020
adder cells (fa/ha/maj) | 15 | 2.513
AND/OR/NAND/NOR | 334 | 19.45
